`./run.sh`:
```
#!/bin/bash
# OpenROAD 26Q1-2900-gdf79404cd8, Yosys 0.63+post, stock flow scripts
make -C /OpenROAD-flow-scripts/flow DESIGN_CONFIG=/design/flow/config.mk WORK_HOME=/design/flow/orfs finish
```
`./config.mk`:
```
export PLATFORM = sky130hd
export DESIGN_NAME = check_data
export DESIGN_NICKNAME = check_data
export VERILOG_FILES = /design/flow/design.v
export SDC_FILE = /design/flow/constraint.sdc
export NUM_CORES = 4
export LEC_CHECK = 1
export CORE_AREA = 10 10 98 98
export DIE_AREA = 0 0 108 108
```
`./constraint.sdc`:
```
current_design check_data

set clk_period 9.2
set clk_io_pct 0.2

create_clock -name clk0 -period $clk_period [get_ports {clk}]

set non_clock_inputs [all_inputs -no_clocks]
set_input_delay [expr $clk_period * $clk_io_pct] -clock clk0 $non_clock_inputs
set_output_delay [expr $clk_period * $clk_io_pct] -clock clk0 [all_outputs]
```
`./design.v`:
```
module check_data (clk, data_out, data_in, test_failed);   
input clk;
input [(32-1) : 0] data_out;   
input [(32-1) : 0] data_in;    
output reg test_failed = 0;
wire data_out_is_valid;
always @(posedge clk)
begin
    if(((data_out + 8 + 3) != data_in) && data_out_is_valid)   
	test_failed <= 1;
end
assign data_out_is_valid = (data_in > 8 + 0 + 3) && 
			   (data_in <= 8 + 8 + 0 + 3);
endmodule
```
==> flow.log <==
[flow] summary of implementation run
[metrics] Netlist cell types: 59
[metrics] Yosys top cell by area: sky130_fd_sc_hd__xnor2_1
[metrics] total power density per cell area: 42.4 nW/um^2
[metrics] required time reported for the critical path endpoint: 8.88 ns
[metrics] Remaining Overflow, GRT: 0
[metrics] remaining number of nets flagged by the antenna check after routing: 0
[metrics] global-route wire length before repair: 8210 um
[metrics] IO buf count: 65
[metrics] vias in the first global route: 1667
[metrics] overall global routing resource usage: 0.0863
[metrics] core outline area: 7650 um^2
[metrics] cts repair resizes: 0
[metrics] Worst Max-Slew Pin Slew: 0.614 ns
[metrics] dominant delay contributor by cell family on the critical path: simple AND/OR/NAND/NOR gates
[metrics] FP Util: 0.180
[metrics] final setup violation count: 0
[metrics] series of cell instances along the critical path: clkdlybuf4s50_1, inv_1, ha_1, and2b_4, o2111ai_4, nor4_1, mux2_2, and4_1, a41oi_1
[metrics] Yosys Instances: 190
[metrics] Worst-path clk slew: 0 ns
[metrics] predominant post-synthesis flop cell: sky130_fd_sc_hd__edfxtp_1
[metrics] area growth from synthesis to layout: 54.6%
[metrics] die boundary width: 108 um
[metrics] first-pass detailed-route iteration total: 4
[metrics] average footprint of a synthesized cell: 7.24 um^2
[metrics] worst ir drop on vdd: 0.0000206 V
[metrics] Final Max Tran Viols: 0
[metrics] area enclosed by the die boundary: 11700 um^2
[metrics] fmax: 0.217 GHz
[metrics] post-synthesis sequential area ratio: 0.0218
[metrics] Post-Synthesis Cell Area: 1380 um^2
[metrics] portion of synthesized cell area occupied by the leading cell type: 0.165
[metrics] DP Wirelength: 4570 um
[metrics] Cell area leaders: sky130_fd_sc_hd__xnor2_1, sky130_fd_sc_hd__xor2_1, sky130_fd_sc_hd__nor2_1, sky130_fd_sc_hd__a21oi_1, sky130_fd_sc_hd__nand4_1
[metrics] summed area of non-filler cells in the final layout: 2130 um^2
[metrics] CP Launch Type: input pin
[metrics] share of flip-flops with an asynchronous set or reset after synthesis: 0
[metrics] Yosys warnings: 1
[metrics] Synth flops: 1
[metrics] routed vias: 1626
[metrics] worst slew margin relative to its limit: 0.589
[metrics] Worst path max stage delay: 0.52 ns
[metrics] number of DRC markers after the initial detailed-route iteration: 79
[metrics] Synth top cells by count: sky130_fd_sc_hd__xnor2_1, sky130_fd_sc_hd__nor2_1, sky130_fd_sc_hd__xor2_1
[metrics] die span in y: 108 um
[metrics] antenna violations before repair: 0
[metrics] detail-routed via count per cell: 4.59
[metrics] total routed wirelength: 5160 um
[metrics] number of buffers inserted for hold repair after clock tree synthesis: 0
[metrics] Crit path buffers/inverters: 2
[metrics] post-route fraction of the period consumed by the critical path: 0.501
[metrics] result of the run: complete, no violations
[metrics] wire length per cell: 14.6 um
[metrics] post-synthesis cell count: 190
[metrics] setup repair bufs after CTS: 0
[metrics] share of final-layout standard cells stronger than drive strength 1: 0.0556
[metrics] top flop regs: test_failed x1
[metrics] number of enable-type register cells in the synthesized netlist: 1
[metrics] flip-flop count of the largest register after layout: 1
[metrics] cell with the most instances after synthesis: sky130_fd_sc_hd__xnor2_1
[metrics] kind of critical path: input pin to flip-flop
[metrics] total number of placement rows: 32
[metrics] Static Leak: 0.678 nW
[metrics] largest net degree at the start of global routing: 13
[metrics] weighted congestion reported at the end of routability-driven placement: 0.823
[metrics] OpenROAD warnings: 28
[metrics] total antenna diodes in the routed design: 0
[metrics] total count of hold-check failures in the final report: 0
[metrics] fin crit period: 4.61 ns
[metrics] number of max-cap violations: 0
[metrics] cell area reported after detailed placement: 2130 um^2
[metrics] total negative setup slack: 0 ns
[metrics] maximum fanout encountered on the critical timing path: 7
[metrics] I/O pin total: 66
[metrics] RSZ-0062 raised after global routing: false
[metrics] arrival time of the worst setup path: 4.29 ns
[metrics] Slowest cell on crit path: sky130_fd_sc_hd__clkdlybuf4s50_1
[metrics] post-route DRC violation count: 0
[metrics] largest register by flop count: test_failed
[metrics] power consumption: 0.0903 mW
[metrics] chip area from the yosys synthesis statistics: 1380 um^2
[metrics] worst hold path type: flip-flop to output pin
[metrics] CP endpoint kind: flip-flop
report_power, final:
part | switching, mW | internal, mW | leakage (nW)
sequential | 0.0000000000102 | 0.00511 | 0.00898
combinational | 0.0390 | 0.0462 | 0.669
clock | 0 | 0 | 0
worst paths after layout:
path	start	endpoint	slack, ns	depth (start not counted)
max	data_out[0]	test_failed$_DFFE_PP_	4.59	9
min	test_failed$_DFFE_PP_	test_failed	2.63	1
layer usage:
layer	GRT usage	up-vias	routed length, um
met2	0.138	51	2270
met3	0.0271	2	438
li1	-	846	-
met5	0	-	0
met4	0.00191	0	8
met1	0.118	727	2440
stage by stage:
step / hold WS, ns / utilization / cells / setup WS [ns]
after global routing: 2.65 / 0.278 / 354 / 4.44
after CTS: 2.64 / 0.278 / 354 / 4.60
final: 2.63 / 0.278 / 354 / 4.59
after global placement: 2.66 / 0.278 / 354 / 4.70
after detailed placement: 2.63 / 0.278 / 354 / 4.63
after floorplan: 2.11 / - / 190 / 5.40
layout make-up:
| cell class | count | area, um^2 |
|---|---|---|
| fillers | 816 | 5520 |
| multi-input cells | 176 | 1280 |
| repair buffers | 65 | 651 |
| well taps | 102 | 128 |
| inverters | 10 | 37.5 |
| flip-flops and latches | 1 | 30.0 |
cells in the final DEF, fill, tap and decap left out, drive strengths merged, types with 3 or more instances in the layout:
cell type and n:
xor2 13, inv 10, nor3 9, o21ai 4
and3 5, nand3 7, o211ai 5, a211oi 3
nor2 15, a211o 3, nor4b 4, clkdlybuf4s50 65
nand4 8, a21oi 10, nand2 14, nor4 10
xnor2 26, and4 3
kinds of logic after synthesis:
logic type	share of synthesized area
other	0.00272
adders and majority gates	0.00909
buffers and inverters	0.0464
and+or+nand+nor	0.398
DFF	0.0218
xor gates and xnor gates	0.248
AOI/OAI and AO/OA	0.257
muxes	0.0164
Power figures rest on the tool's default switching activity, not on a simulated workload.
