===== flow/config.mk =====
export PLATFORM = sky130hd
export DESIGN_NAME = internal_logic_analyzer_top
export DESIGN_NICKNAME = internal_logic_analyzer_top
export VERILOG_FILES = /design/flow/design.v
export SDC_FILE = /design/flow/constraint.sdc
export NUM_CORES = 4
export LEC_CHECK = 1
export CORE_UTILIZATION = 40

===== flow/constraint.sdc =====
current_design internal_logic_analyzer_top

set clk_period 5.3
set clk_io_pct 0.2

create_clock -name clk0 -period $clk_period [get_ports {clk}]

set non_clock_inputs [all_inputs -no_clocks]
set_input_delay [expr $clk_period * $clk_io_pct] -clock clk0 $non_clock_inputs
set_output_delay [expr $clk_period * $clk_io_pct] -clock clk0 [all_outputs]

===== flow/design.v =====
module delay (clk, i_data, data);	 
input clk;
input [(32-1) : 0] i_data;
output reg [(32-1) : 0] data;
reg [(32-1) : 0] shift_reg;
always @(posedge clk)
begin
    shift_reg <= i_data;
    data <= shift_reg;
end
endmodule
module internal_logic_analyzer_top(clk, reset, i_trigger, i_holdoff, i_data, o_data, o_primed);   
input clk, reset, i_trigger;   	 
input [(32-1) : 0] i_holdoff;	 
input [(32-1) : 0] i_data;	 
output[(32-1) : 0] o_data;	 
output o_primed;	 
wire [($clog2(8)-1) : 0] raddr;	 
wire [($clog2(8)-1) : 0] waddr;	 
wire stopped; 	 
wire [(32-1) : 0] data_delayed;    
memory_block mem (.clk(clk), .write_enable(!stopped), .waddr(waddr), .raddr(raddr), .data_write(data_delayed), .data_read(o_data));
write_address_controller wr (.clk(clk), .reset(reset), .write_enable(!stopped), .waddr(waddr), .primed(o_primed)); 
read_address_controller rd (.clk(clk), .reset(reset), .read_enable(stopped), .waddr(waddr), .raddr(raddr));
stop st (.clk(clk), .reset(reset), .primed(o_primed), .i_trigger(i_trigger), .i_holdoff(i_holdoff), .stopped(stopped));
delay dly (.clk(clk), .i_data(i_data), .data(data_delayed));
endmodule
module memory_block (clk, write_enable, waddr, raddr, data_write, data_read);
input clk, write_enable;
input [($clog2(8)-1) : 0] waddr;
input [($clog2(8)-1) : 0] raddr;
input [(32-1) : 0] data_write;   
output reg [(32-1) : 0] data_read;   
reg [(32-1) : 0] memory [(8-1) : 0];
always @(posedge clk)
begin
    if (write_enable)	
    	memory[waddr] <= data_write;
end
always @(posedge clk)
begin
    data_read <= memory[raddr];
end
endmodule
module read_address_controller (clk, reset, read_enable, waddr, raddr);
input clk, reset, read_enable;
input [($clog2(8)-1) : 0] waddr;   
output reg [($clog2(8)-1) : 0] raddr;
reg [($clog2(8)-1) : 0] this_addr = 0;
always @(posedge clk)
begin
    if (reset)
	this_addr <= 0;
    else 
	this_addr <= (read_enable) ? (this_addr + 1) : this_addr;	 
end
always @(posedge clk)
begin
    raddr <= this_addr + waddr + 1;   
end						
endmodule
module stop (clk, reset, primed, i_trigger, i_holdoff, stopped);
input clk, reset, primed, i_trigger;
input [(32-1) : 0] i_holdoff;
output reg stopped = 0;
reg triggered = 0;
reg [(32-1) : 0] holdoff_counter = 0;
always @(posedge clk)
begin
    if (reset)	
	triggered <= 1'b0;
    else if ((i_trigger) && (primed)) 
	triggered <= 1'b1;   
end
always @(posedge clk)
begin
    if (reset)	
	holdoff_counter <= 0;
    else 	
	holdoff_counter <= (triggered) ? (holdoff_counter + 1) : holdoff_counter;    
end
always @(posedge clk)
begin
    if (reset)
	stopped <= 0;
    else if (!stopped)
	stopped <= (holdoff_counter >= i_holdoff) && (triggered); 
end
endmodule
module write_address_controller (clk, reset, write_enable, waddr, primed);
input clk, reset, write_enable;
output reg primed = 0;	 
output reg [($clog2(8)-1) : 0] waddr = 0;	 
always @(posedge clk)
begin
    if (reset) 	
	waddr <= 1;
    else
	waddr <= (write_enable) ? (waddr + 1) : waddr;   
end
always @(posedge clk)
begin
    if (reset)	
	primed <= 1'b0;		 
    else if (!primed) 
	primed <= &waddr;	 
end
endmodule

===== flow/run.sh =====
#!/bin/bash
# OpenROAD 26Q1-2900-gdf79404cd8, Yosys 0.63+post, stock flow scripts
make -C /OpenROAD-flow-scripts/flow DESIGN_CONFIG=/design/flow/config.mk WORK_HOME=/design/flow/orfs finish

==> reports/results.ini <==
[synth]
syn-cell-area_sq_um=14200
synthArstFlopShare_pct=0
synth_cell_type_count=44
edf_count=256
synth.top_cell.area_share_pct=54.0
ys_area_sq_um=14200
yosysMostFrequentCell=edfxtp_1
yosysWarnings=5
yosysCellCount=799
avgSynthCellArea_sq_um=17.8
syn_inst=799
ys_seq_share_pct=73.6
common_cells=edfxtp_1, dfxtp_1, mux4_2
ys_ff=396
synthFlopType=edfxtp_1
top_area_cell=edfxtp_1
top_cells_by_area=edfxtp_1, dfxtp_1, mux4_2

[clock_tree]
cts_resized=0
ctsHtreeMaxLevel=2
max-clock-path-buffers=3
clk_latency_ns=0.54
post-cts-setup-buffer-count=0
ctsHoldBuffers=0
path_clk_slew_ns=0.06
cts_root_buffer=clkbuf_16
cts_tree=done
cts.sinks=396
numCtsBuffers=41

[floorplanning]
die_x_um=191
core_area_sq_um=34800
chip_area_sq_um=36400
fp-row-count=68
core_util_floorplan_pct=40.9
die_y_um=191
ios=100

[drt]
routed_wl_um=25400
first_pass_iters=6
dr.first_iter.drc_count=256
drtAntennaViolNets=0
vias=7041
antennaDiodeCount=0
drc_errors=0
viasPerCell=4.97
wl_per_cell_um=17.9

[global_routing]
grt_overflow=0
track_usage_pct=15.6
grt_max_degree=42
grt_pass1_vias=7362
antenna_found_initial=0
grt_pass1_wl_um=39800

[critical_path]
critPathCaptureType=primary output
critPathBufInv=1
cp.depth=1
cp_cell_sequence=clkdlybuf4s50_1
critPathKind=flop to primary output
cp_max_fo=3
critPathSlowestCell=clkdlybuf4s50_1
worstReg2RegStart=rd.raddr[0]
cp.arrival_ns=1.40
rr_worst_depth=3
startpoint_type=flop
timing.rr.end=mem.data_read[27]
cp.required_ns=4.24
regToRegSetupSlack_ns=3.04
cp_slowest_stage_delay_ns=0.48
cp_top_family=buffers and inverters

[finish]
drive_gt1_share_pct=20.7
comb_area_sq_um=3520
seqCellArea_sq_um=10500
num-fill-cells=2860
utilization_pct=49.5
top_register=mem.memory
largest_reg_flops=256
area_growth_pct=20.9

[timing]
post-route-min-period_ns=2.46
setup_total_negative_slack_ns=0
slew_headroom_pct=60.4
fin_hold_ws_ns=0.325
worst_slew_pin_slew_ns=0.594
fin_worst_skew_ns=0.0222
finalSetupViolCount=0
drv_slew=0
fin_crit_sh_pct=46.5
final-hold-violation-count=0
timing.fmax_mhz=406
rsz0062_at_grt=false

[run_status]
status=finished clean

[power_and_ir_drop]
leakage_nw=6.02
pwr_density_cell_nw_per_um2=413
vdd_drop_max_mv=0.291

[place]
dp_hpwl_um=14000
gp_congestion=0.771
io_buffers=99

[hold_path]
min_path_type=flop to flop
hold-path-cell-count=0
hp-start=dly.shift_reg[28]
whs_endpoint=dly.data[28]

[flow_run]
tool_warnings=25
drv_cap=0

-- layer usage --
| metal | part of all wire [%] | GRT usage [%] | up-vias | wire (um) |
|---|---|---|---|---|
| li1 | - | - | 3317 | - |
| met5 | 0 | 0 | - | 0 |
| met2 | 46 | 22.7 | 295 | 11800 |
| met3 | 11 | 8.02 | 47 | 2680 |
| met4 | 2.2 | 3.20 | 0 | 546 |
| met1 | 41 | 22.5 | 3382 | 10400 |
-- logic make-up after synthesis --
| group | synth area share (%) |
|---|---|
| flip-flops | 73.6 |
| AND-OR/OR-AND | 1.70 |
| multiplexers | 12.9 |
| buffers and inverters | 1.97 |
| XOR/XNOR | 1.84 |
| adder cells (fa/ha/maj) | 3.39 |
| AND/OR/NAND/NOR | 4.52 |
-- per-stage QoR --
step	power, W	instances	setup slack (ns)	cell area (sq um)
3_3_place_gp	0.00435	1341	2.39	15900
6_report	0.00712	1417	2.84	17200
2_1_floorplan	0.00399	799	1.06	14200
5_1_grt	0.00741	1417	2.70	17200
3_5_place_dp	0.00436	1341	2.30	15900
4_1_cts	0.00723	1417	2.77	17200
-- where the power goes --
group / switching [W] / internal (W)
Combinational: 0.000244 / 0.000383
Sequential: 0.000117 / 0.00353
Clock: 0.00115 / 0.00170
-- cells in the final DEF, fill, tap and decap left out, drive strengths merged, types with 7 or more instances in the layout --
cell type | netlist | final
clkbuf | 16 | 57
nand2 | 22 | 22
nand3 | 10 | 10
edfxtp | 256 | 256
dfxtp | 140 | 140
a21oi | 20 | 20
buf | 12 | 16
xor2 | 14 | 14
and4 | 7 | 7
nand4 | 16 | 16
ha | 37 | 37
mux4 | 64 | 64
clkdlybuf4s50 | 0 | 99
nor2 | 43 | 43
xnor2 | 16 | 16
inv | 41 | 42
clkinv | 0 | 13
nor3 | 9 | 9
mux2 | 32 | 32
-- final cells by class --
type	count	area share (%)
multi-input combinational	334	20.5
timing repair buffer	115	6.45
inverter	41	0.893
tap	455	3.30
clock inverter	19	0.930
sequential	396	60.9
clock buffer	57	7.02
-- how the worst max path moves through the flow --
stage,from,end,slack [ns]
4_1_cts,wr.primed,o_primed,2.77
5_1_grt,i_holdoff[31],st.stopped,2.70
6_report,wr.primed,o_primed,2.84
Power is estimated from default activity; no workload was simulated.
