==> ./design.v <==
module data_gen (clk, reset, data);    
input clk, reset;
output reg [(32-1) : 0] data = 1;   
always @(posedge clk)
begin
    if(reset)
	data <= 1;   
    else 
	data <= data + 1;
end
endmodule
module reset_gen (clk, reset);  
  input clk;
  output reset;
  localparam THRESHOLD = 24000000;   
  reg [($clog2(THRESHOLD)-1):0] counter = 0;
  reg ck_stb = 0;
  assign reset = ck_stb;
  always @(posedge clk)
  begin
    if(ck_stb)
      counter <= 1;    
    else
      counter <= counter + 1;
  end
  always @(posedge clk)
    ck_stb <= (counter == THRESHOLD-1'b1);
endmodule
module signal_gen (clk, primed, data, trigger, reset);
input clk, primed;
output trigger, reset;
output [(32-1) : 0] data;
reset_gen rg (.clk(clk), .reset(reset));   
data_gen dg (.clk(clk), .reset(reset), .data(data));    
trig_gen tg (.clk(clk), .reset(reset), .primed(primed), .trigger(trigger));   
endmodule
module trig_gen (clk, reset, primed, trigger);   
input clk, reset, primed;
output reg trigger = 0;
reg v1, v2;
always @(posedge clk)
begin
    if(reset) begin
	v1 <= 0;
	v2 <= 0;
	trigger <= 0;
    end
    else begin
	v1 <= primed;
	v2 <= v1;
	trigger <= v1 & ~v2;
    end
end
endmodule
==> ./run.sh <==
#!/bin/bash
# OpenROAD 26Q1-2900-gdf79404cd8, Yosys 0.63+post, stock flow scripts
make -C /OpenROAD-flow-scripts/flow DESIGN_CONFIG=/design/flow/config.mk WORK_HOME=/design/flow/orfs finish
==> ./config.mk <==
export PLATFORM = sky130hd
export DESIGN_NAME = signal_gen
export DESIGN_NICKNAME = signal_gen
export VERILOG_FILES = /design/flow/design.v
export SDC_FILE = /design/flow/constraint.sdc
export NUM_CORES = 4
export LEC_CHECK = 1
export CORE_UTILIZATION = 30
==> ./constraint.sdc <==
current_design signal_gen

set clk_period 6.6
set clk_io_pct 0.2

create_clock -name clk0 -period $clk_period [get_ports {clk}]

set non_clock_inputs [all_inputs -no_clocks]
set_input_delay [expr $clk_period * $clk_io_pct] -clock clk0 $non_clock_inputs
set_output_delay [expr $clk_period * $clk_io_pct] -clock clk0 [all_outputs]
==> impl_metrics.json <==
{
  "lay_top_count": "dfxtp_1",
  "cts_tree": "built",
  "rsz0062_at_grt": "no",
  "grt_pass1_wl_mm": 10.1,
  "final_design_area_no_fill_sq_um": 3410,
  "endpoint": "data[8]",
  "dr_total_vias": 2381,
  "ios": 36,
  "fp.dieH_microns": 97.9,
  "hold_viol_final": 0,
  "ys_area_sq_um": 2760,
  "slowest_stage": "clkdlybuf4s50_1",
  "coreArea_sq_um": 8810,
  "die_w_microns": 97.9,
  "reg2reg_from": "dg.data[0]",
  "layout_top_cells": "60 x dfxtp_1, 35 x nor2_1, 35 x clkdlybuf4s50_1",
  "grt_max_degree": 67,
  "row_count": 34,
  "drc": 0,
  "port_buffers": 35,
  "async_flop_share_pct": 0,
  "synth_top_cell_by_area": "dfxtp_1",
  "cts_setup_buffers": 0,
  "p_comb_share_pct": 0.2,
  "synth-main-ff-cell": "dfxtp_1",
  "seqPwrFrac_pct": 51.5,
  "path_cells": "clkdlybuf4s50_1",
  "antenna_found_initial": 0,
  "path_class": "reg -> out",
  "clkPwrFrac_pct": 48.3,
  "cts_hold_buf": 0,
  "yosysTopAreaCellShare_pct": 44.2,
  "root_buffer": "clkbuf_8",
  "fin_skew_ns": 0.00914,
  "totalWireLength_mm": 5.61,
  "critical_path_depth": 1,
  "layout_setup_ws_ns": 3.99,
  "max_cap_violations": 0,
  "area_growth_pct": 23.5,
  "htree_num_levels": 3,
  "grt_pass1_vias": 2137,
  "reg2reg_depth": 5,
  "critical_path.top_delay_family": "buffers and inverters",
  "r2r-end": "dg.data[24]",
  "antenna_left": 0,
  "p_total_uw": 717,
  "startpoint": "dg.data[8]",
  "status": "complete, no violations",
  "finalClockPeriodUsage_pct": 39.5,
  "critPathArrivalTime_ns": 1.29,
  "syn_inst": 322,
  "cts_num_sinks": 61,
  "yosys_warnings": 3,
  "die_area_sq_um": 9590,
  "fmax_mhz": 383,
  "reg2reg_slack_ns": 4.22,
  "p_int_uw": 574,
  "pwr_density_cell_nw_per_um2": 210,
  "switching_share_pct": 20.0,
  "min_period_ns": 2.61,
  "drt_iter0_markers": 188,
  "required_ns": 5.28,
  "clockBufferDepth": 2,
  "setup_viol": 0,
  "wl_per_cell_microns": 12.0,
  "firstDrtPassIters": 15,
  "synth_flops": 61,
  "final_max_slew_viol_count": 0,
  "path_buffers": 1,
  "yosys.stat.seqShare_pct": 44.2,
  "area_leaders": "dfxtp_1 44%, nor2_1 4.8%, xnor2_1 4.8%, a21oi_1 4.2%, nand3_1 3.8%",
  "dpl.hpwl_mm": 3.70,
  "synth.distinct_cells": 33,
  "startpoint_type": "flop",
  "comb_area_sq_um": 1450,
  "p_sw_uw": 144,
  "power.leakage_nw": 1.26,
  "placed_cell_area_sq_um": 3200,
  "cp-end-kind": "output port",
  "grt_usage_pct": 12.7,
  "netlist_area_sq_um": 2760,
  "place_ws_ns": 4.22,
  "overflow": 0,
  "viasPerCell": 5.08,
  "clock_latency_ns": 0.34,
  "path_clk_slew_ns": 0.07,
  "ir_drop_mv": 0.139,
  "ys_cells": 322,
  "cts-resized-gates": 0,
  "warning_count": 25,
  "cts_made_buffers": 9,
  "antenna_cells": 0,
  "ff_latch_area_sq_um": 1220,
  "crit_fanout": 7,
  "edf_count": 0,
  "num-fill-cells": 861,
  "gp_congestion": 0.776,
  "layout-drive-gt1-share_pct": 7.76,
  "slowest_delay_ns": 0.50,
  "hold_path.class": "reg -> reg",
  "avgSynthCellArea_sq_um": 8.58,
  "finalSetupTns_ns": 0,
  "tightestPinTransition_ns": 0.663,
  "floorplanUtilization_pct": 31.4,
  "relSlewSlack_pct": 55.8
}
==> metal layers <==
layer  vias to the layer above  global-route usage, %  share of wire, %
met1                      1092                   19.8                51
met5                         -                      0                 0
li1                       1230                      -                 -
met4                         0                   1.17              0.91
met2                        54                   18.6                42
met3                         5                   3.63               5.9
==> layout make-up <==
type | instances | area share (%)
clock inverters | 4 | 1.32
multi-input cells | 239 | 42.6
clock buffers | 12 | 4.84
inverters | 9 | 0.990
repair buffers | 36 | 10.5
well taps | 108 | 3.96
flip-flops and latches | 61 | 35.8
==> registers in the layout (all words and copies together) (netlist names) <==
register	count
dg.data	32
rg.counter	25
rg.ck_stb	1
tg.trigger	1
tg.v1	1
tg.v2	1
==> Yosys cell counts (all sizes together), types with 3 or more instances <==
| library cell | count |
|---|---|
| xnor2 | 15 |
| a21oi | 23 |
| nor2 | 35 |
| or3 | 10 |
| nor2b | 11 |
| o41ai | 3 |
| nor4 | 8 |
| inv | 9 |
| o31ai | 9 |
| nor4b | 3 |
| mux2 | 7 |
| dfxtp | 61 |
| or4 | 14 |
| nor3 | 11 |
| nand3 | 21 |
| clkbuf | 8 |
| buf | 5 |
| nand4b | 3 |
| nand2 | 21 |
| o21ai | 11 |
| nand4 | 13 |
| xor2 | 8 |
==> stage by stage <==
step / utilization (%) / hold WS, ns / cells
finish: 38.7 / 0.388 / 469
floorplan: - / 0.367 / 322
global route: 38.7 / 0.421 / 469
CTS: 38.7 / 0.385 / 469
detailed placement: 36.3 / 0.375 / 453
global placement: 36.3 / 0.372 / 453
==> worst register-to-register path: cells and delay by family, from the launching register on <==
family          cells  cell delay [ns]
simple gates        3             1.50
fa+ha+maj           1             0.25
compound gates      1             0.14
flops               1             0.42
==> power groups by stage <==
stage / registers, mW / clock network (mW) / logic [mW]
global route: 0.369 / 0.375 / 0.00187
CTS: 0.369 / 0.358 / 0.00173
finish: 0.369 / 0.346 / 0.00170
==> how the worst min path moves through the flow <==
stage                 startpoint          to  depth (start not counted)
after global routing       tg.v2  tg.trigger                          1
final                      tg.v2  tg.trigger                          1
after CTS                  tg.v2  tg.trigger                          1
==> kinds of logic (layout without fill, tap and decap cells) <==
| group | after synthesis | in the layout | share of synthesized area (%) |
|---|---|---|---|
| flip-flops | 61 | 61 | 44.2 |
| XOR/XNOR | 23 | 23 | 7.30 |
| AND/OR/NAND/NOR | 161 | 161 | 31.9 |
| AND-OR/OR-AND | 46 | 46 | 9.56 |
| buffers and inverters | 22 | 61 | 3.22 |
| multiplexers | 7 | 7 | 2.85 |
| adder cells (fa/ha/maj) | 2 | 2 | 0.906 |
Power figures rest on the tool's default switching activity, not on a simulated workload.
